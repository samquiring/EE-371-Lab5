<file path="config.mk">
export PLATFORM = sky130hd
export DESIGN_NAME = down_counter
export DESIGN_NICKNAME = down_counter
export VERILOG_FILES = /design/flow/design.v
export SDC_FILE = /design/flow/constraint.sdc
export NUM_CORES = 4
export LEC_CHECK = 1
export CORE_AREA = 10 10 98 98
export DIE_AREA = 0 0 108 108
</file>
<file path="constraint.sdc">
current_design down_counter

set clk_period 5.8
set clk_io_pct 0.2

create_clock -name clk0 -period $clk_period [get_ports {clk}]

set non_clock_inputs [all_inputs -no_clocks]
set_input_delay [expr $clk_period * $clk_io_pct] -clock clk0 $non_clock_inputs
set_output_delay [expr $clk_period * $clk_io_pct] -clock clk0 [all_outputs]
</file>
<file path="design.v">
module down_counter #(parameter MAX = 50000000) (clk, reset, pulse);
   input logic clk, reset;
   output logic pulse;
   logic[26:0] count;
   always_ff @(posedge clk) begin
      if (reset) begin
         count <= MAX;
      end else if (count == 0) begin
         count <= MAX;
      end else begin
         count <= count - 27'h0000001;
      end
   end
   assign pulse = (count == 0);
endmodule
</file>
<file path="run.sh">
#!/bin/bash
# OpenROAD 26Q1-2900-gdf79404cd8, Yosys 0.63+post, stock flow scripts
make -C /OpenROAD-flow-scripts/flow DESIGN_CONFIG=/design/flow/config.mk WORK_HOME=/design/flow/orfs finish
</file>
==> tab_implementation.tex <==
% Generated from flow reports
\begin{tabular}{lr}
\hline
Metric & Value \\
\hline
\multicolumn{2}{l}{\textbf{Status}} \\
Outcome & finished clean \\
\multicolumn{2}{l}{\textbf{Synth}} \\
Dominant kind of combinational cell & simple AND/OR/NAND/NOR gates \\
FFs w/ async S/R, synth & 0 \\
Yosys adder share & 0.0182 \\
Fraction of the yosys area taken by sequential cells & 0.394 \\
Mapped Avg Cell Area & 8.91 sq um \\
YS chip area & 1370 sq um \\
Netlist cell types & 40 \\
Area of the mapped netlist & 1370 sq um \\
Leading register cell type out of synthesis & sky130\_fd\_sc\_hd\_\_dfxtp\_1 \\
Most numerous cell types in the synthesized netlist & sky130\_fd\_sc\_hd\_\_dfxtp\_1 (27), sky130\_fd\_sc\_hd\_\_nor2\_1 (16), sky130\_fd\_sc\_hd\_\_nand3\_1 (9) \\
Number of flops mapped to enable cells by yosys & 0 \\
Simple-gate share of the synthesized area & 0.373 \\
Largest area contributor in the synthesized netlist & sky130\_fd\_sc\_hd\_\_dfxtp\_1 \\
Xor/xnor share & 0.0638 \\
Area share of the leading cell type in the synthesized netlist & 0.394 \\
Post-synthesis cell type with the largest instance count & sky130\_fd\_sc\_hd\_\_dfxtp\_1 \\
Share of cell area taken by muxes after synthesis & 0 \\
Syn Inst Count & 154 \\
Top cells by area in the synthesized netlist & sky130\_fd\_sc\_hd\_\_dfxtp\_1 (39\%), sky130\_fd\_sc\_hd\_\_nor2\_1 (4.4\%), sky130\_fd\_sc\_hd\_\_xnor2\_1 (3.8\%) \\
Yosys warns & 1 \\
Cell count in the Yosys report & 154 \\
\#FFs+latches synth & 27 \\
Complex-gate fraction of the synthesized area & 0.129 \\
\multicolumn{2}{l}{\textbf{Timing}} \\
Crit share post-route & 0.594 \\
Final hold viol count & 0 \\
Worst relative slew slack & 0.621 \\
Clock period minus worst slack & 3450 ps \\
Final-report max-slew violation count & 0 \\
Total Negative Setup Slacks & 0 ps \\
Achievable frequency & 290 MHz \\
Setup Skew & 6.37 ps \\
Setup repair after global routing missed its margin & no \\
Worst slew pin tran & 564 ps \\
Final setup viols & 0 \\
\multicolumn{2}{l}{\textbf{CTS}} \\
Insertion delay to the later sink of the worst-skew pair & 270 ps \\
Post CTS Setup Buffer Count & 0 \\
Clock tree buffer depth & 2 \\
Clock tree from TritonCTS & built \\
Clk pin slew, worst setup/hold paths & 90 ps \\
CTS Root Buffer Type & sky130\_fd\_sc\_hd\_\_clkbuf\_8 \\
Post-CTS sizing & 0 \\
Clock sink count & 27 \\
Inserted Clock Buffers & 3 \\
Number of H-tree levels & 1 \\
Hold-fix buffers at CTS & 0 \\
\multicolumn{2}{l}{\textbf{Run}} \\
Tally of OpenROAD warnings & 26 \\
Number of maximum-capacitance violations & 0 \\
\multicolumn{2}{l}{\textbf{Floorplanning}} \\
Vertical die dimension & 108 um \\
Core region area & 7650 sq um \\
I/O pin cnt & 3 \\
Core Util at FP & 0.179 \\
Row count & 32 \\
Die extent in x & 108 um \\
Die Footprint & 11,700 sq um \\
\multicolumn{2}{l}{\textbf{Cells and area}} \\
Flip-flop count of the largest register, all copies and words added & 27 \\
Seq. cell area & 541 sq um \\
Area growth from synthesis to final layout & 13.1\% \\
Final non-filler cell total & 259 \\
Number of fillers in the final layout & 829 \\
Register bank with the most flops & count \\
Multi-input logic area & 801 sq um \\
Registers with the most flip-flops & count x27 \\
Fraction of layout instances using a drive strength above 1 & 0.134 \\
\multicolumn{2}{l}{\textbf{Critical path}} \\
Kind of end point of the critical path & output pin \\
Classification of the worst setup path & register to output pin \\
Type of origin of the critical path & register \\
Required time of the worst setup path & 4640 ps \\
Launching instance or port of the critical path & count[0] \\
Max Fanout on Critical Path & 5 \\
Arrival time at the worst endpoint & 2290 ps \\
Worst r2r src & count[0] \\
\multicolumn{2}{l}{\textbf{Place}} \\
Number of buffers inserted by port buffering & 2 \\
Placed Cells & 255 \\
Final RePlAce weighted congestion & 0.815 \\
Final HPWL DP & 1940 um \\
\multicolumn{2}{l}{\textbf{Global route}} \\
Number of global-route vias before repair & 1,034 \\
Maximum number of pins on one net before global-route repair & 15 \\
Remaining Overflow, GRT & 0 \\
Global-route total usage across every layer & 0.0499 \\
Initial antenna violation count & 0 \\
Wire length of the first global-routing pass & 4920 um \\
\multicolumn{2}{l}{\textbf{Detailed routing}} \\
Routed WL per cell & 10.5 um \\
Mean number of vias per cell & 4.34 \\
Total Routed Length & 2720 um \\
Count of routing violations after the opening detailed-route iteration & 32 \\
Number of antenna-violating nets in the routed design & 0 \\
First-pass DRT Iterations & 4 \\
Number of antenna diodes & 0 \\
Vias after detailed routing & 1,123 \\
DRC violations left & 0 \\
\multicolumn{2}{l}{\textbf{Power and ir drop}} \\
Leak pwr & 0.466 nW \\
Total power density per cell area & 279 nW/um\^{}2 \\
Max VDD drop & 0.104 mV \\
\multicolumn{2}{l}{\textbf{Worst hold path}} \\
HP Start & count[26] \\
Path type of the worst min-delay path & register to register \\
\hline
\end{tabular}
layer usage:
| layer | GRT usage | part of all wire | routed length [um] | up-vias |
|---|---|---|---|---|
| li1 | - | - | - | 587 |
| met5 | 0 | 0 | 0 | - |
| met1 | 0.0719 | 0.52 | 1400 | 521 |
| met4 | 0.00286 | 0.0048 | 13 | 0 |
| met3 | 0.0163 | 0.046 | 126 | 2 |
| met2 | 0.0746 | 0.43 | 1180 | 13 |
layout by cell type, fill, tap and decap left out, types with 2 or more instances in the layout:
cell type,n
sky130_fd_sc_hd__dfxtp_1,27
sky130_fd_sc_hd__nor2_1,16
sky130_fd_sc_hd__nand3_1,9
sky130_fd_sc_hd__nand2_1,8
sky130_fd_sc_hd__a21oi_1,8
sky130_fd_sc_hd__o21ai_0,7
sky130_fd_sc_hd__or4_1,6
sky130_fd_sc_hd__o31ai_1,6
sky130_fd_sc_hd__or3_1,6
sky130_fd_sc_hd__xnor2_1,6
sky130_fd_sc_hd__nand4_1,5
sky130_fd_sc_hd__nor3_1,4
sky130_fd_sc_hd__or2_2,4
sky130_fd_sc_hd__xor2_1,4
sky130_fd_sc_hd__inv_1,3
sky130_fd_sc_hd__nor4_2,3
sky130_fd_sc_hd__nor4_1,3
sky130_fd_sc_hd__clkbuf_8,3
sky130_fd_sc_hd__nor3_2,2
sky130_fd_sc_hd__and3_1,2
sky130_fd_sc_hd__a31oi_1,2
sky130_fd_sc_hd__ha_1,2
sky130_fd_sc_hd__clkdlybuf4s50_1,2
worst max-delay path: stages, from the launching register on:
cell and delay [ps]:
sky130_fd_sc_hd__dfxtp_1 360, sky130_fd_sc_hd__inv_1 90, sky130_fd_sc_hd__ha_1 170, sky130_fd_sc_hd__or3b_2 470
sky130_fd_sc_hd__nor2_1 270, sky130_fd_sc_hd__and3_1 190, sky130_fd_sc_hd__clkdlybuf4s50_1 450
through the flow:
| step | hold WS (ps) | setup WS (ps) | utilization | instance area, sq um | power [mW] |
|---|---|---|---|---|---|
| after floorplan | 432 | 3270 | - | 1370 | 0.308 |
| after global placement | 449 | 2720 | 0.197 | 1510 | 0.330 |
| after detailed placement | 458 | 2670 | 0.197 | 1510 | 0.331 |
| after global routing | 507 | 2220 | 0.203 | 1550 | 0.462 |
| final | 486 | 2350 | 0.203 | 1550 | 0.433 |
| after CTS | 482 | 2360 | 0.203 | 1550 | 0.439 |
final timing paths:
check / to / slack (ps) / cells past startpoint
worst max register to register: count[12] / 3760 / 6
worst max-delay path: pulse / 2350 / 6
worst min register to register: count[26] / 490 / 2
worst min-delay path: count[26] / 490 / 2
logic make-up (layout without fill, tap and decap cells):
| logic type | Yosys count | in the layout |
|---|---|---|
| AND-OR/OR-AND | 28 | 28 |
| AND/OR/NAND/NOR | 80 | 80 |
| adder cells (fa/ha/maj) | 2 | 2 |
| XOR/XNOR | 10 | 10 |
| flip-flops | 27 | 27 |
| buffers and inverters | 7 | 10 |
report_power, final:
part | leakage, nW | total [mW] | internal, mW | switching, mW
Sequential | 0.220 | 0.226 | 0.201 | 0.0252
Clock | 0.0228 | 0.106 | 0.0492 | 0.0569
Combinational | 0.223 | 0.101 | 0.0386 | 0.0619
Total | 0.466 | 0.433 | 0.289 | 0.144
final cells by class:
type / instances / area share
clock buffers: 4 / 0.0290
inverters: 3 / 0.00725
multi-input cells: 120 / 0.516
flip-flops and latches: 27 / 0.348
well taps: 102 / 0.0822
repair buffers: 3 / 0.0177
Power and IR drop assume default switching activity.
